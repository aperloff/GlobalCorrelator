==> design/flow/design.v <==
`timescale 100ps/100ps
(* use_dsp = "simd" *)
(* dont_touch = "1" *)
module rtl_simple_algo_blackbox (input            ap_clk, ap_rst, ap_ce, ap_start, ap_continue,
                                 input [9:0]      a1, a2, a3, a4, b1, b2, b3, b4,
                                 output           ap_done, ap_ready, ap_idle,
                                 output           z1_ap_vld, z2_ap_vld, z3_ap_vld, z4_ap_vld,
                                 output reg [9:0] z1, z2, z3, z4);
   wire ce = ap_ce;
   reg [9:0] areg1, areg2, areg3, areg4;
   reg [9:0] breg1, breg2, breg3, breg4;
   reg       dly1, dly2;
   always @ (posedge ap_clk)
     if (ap_rst)
       begin
          z1    <= 0;
          z2    <= 0;
          z3    <= 0;
          z4    <= 0;
          areg1 <= 0;
          areg2 <= 0;
          areg3 <= 0;
          areg4 <= 0;
          breg1 <= 0;
          breg2 <= 0;
          breg3 <= 0;
          breg4 <= 0;
          dly1  <= 0;
          dly2  <= 0;
       end
     else if (ce)
       begin
          z1    <= areg1 + breg1;
          z2    <= areg2 + breg2;
          z3    <= areg3 + breg3;
          z4    <= areg4 + breg4;
          areg1 <= a1;
          areg2 <= a2;
          areg3 <= a3;
          areg4 <= a4;
          breg1 <= b1;
          breg2 <= b2;
          breg3 <= b3;
          breg4 <= b4;
          dly1  <= ap_start;
          dly2  <= dly1;
       end
   assign z1_ap_vld = dly2;
   assign z2_ap_vld = dly2;
   assign z3_ap_vld = dly2;
   assign z4_ap_vld = dly2;
   assign ap_ready  = dly2;
   assign ap_done   = dly2;
endmodule  
==> design/flow/run.sh <==
#!/bin/bash
# OpenROAD 26Q1-2900-gdf79404cd8, Yosys 0.63+post, stock flow scripts
make -C /OpenROAD-flow-scripts/flow DESIGN_CONFIG=/design/flow/config.mk WORK_HOME=/design/flow/orfs finish
==> design/flow/config.mk <==
export PLATFORM = sky130hd
export DESIGN_NAME = rtl_simple_algo_blackbox
export DESIGN_NICKNAME = rtl_simple_algo_blackbox
export VERILOG_FILES = /design/flow/design.v
export SDC_FILE = /design/flow/constraint.sdc
export NUM_CORES = 4
export LEC_CHECK = 1
export CORE_UTILIZATION = 30
==> design/flow/constraint.sdc <==
current_design rtl_simple_algo_blackbox

set clk_period 6.9
set clk_io_pct 0.2

create_clock -name clk0 -period $clk_period [get_ports {ap_clk}]

set non_clock_inputs [all_inputs -no_clocks]
set_input_delay [expr $clk_period * $clk_io_pct] -clock clk0 $non_clock_inputs
set_output_delay [expr $clk_period * $clk_io_pct] -clock clk0 [all_outputs]
==> flow_summary.yaml <==
# yosys + openroad results
detailed_routing:
  drc: 0
  wl_per_cell_um: 13.5
  vias_per_cell: 4.51
  finalWirelength_mm: 13.4
  antenna_cells: 0
  postRouteAntennaNets: 0
  drt_iter0_markers: 124
  vias: 4494
  drt_first_pass_iters: 4
sta:
  finalCriticalPeriod_ns: 3.24
  fin_ws_ns: 3.66
  finalHoldViolCount: 0
  finalClockPeriodUsage: 0.470
  rsz0062_at_grt: "false"
  fmax_mhz: 308
  maxSlewHeadroom: 0.446
  slew_viol_final: 0
  setup-tns-final_ns: 0
  tightest_slew_ns: 0.829
  skew_ns: 0.00485
  setup_violations: 0
clock_tree:
  cts.htree.levels: 4
  cts.sinks: 122
  cts.path.max_buffers: 2
  post_cts_resized: 0
  numCtsBuffers: 17
  cts_setup_buffers: 0
  root_buffer: "clkbuf_16"
  postCtsHoldBufs: 0
  cts_tree: "done"
  clk_latency_ns: 0.40
  cts.clk_slew.worst_paths_ns: 0.05
power:
  p_leak_nw: 3.43
  ir_drop_mv: 0.147
  power.share.combinational: 0.140
  clockPowerShare: 0.452
  p_sw_frac: 0.236
  power_switching_mw: 0.450
  p_seq_frac: 0.408
  p_per_area_nw_per_um2: 241
  power_mw: 1.90
  internal-power_mw: 1.45
yosys:
  edf_count: 0
  area_leaders: "dfxtp_1, mux2i_1, ha_1"
  avgSynthCellArea_um2: 9.66
  ys_top_cells_by_count: "dfxtp_1, nor2_1, mux2i_1, ha_1, nand2b_1"
  synthArstFlopShare: 0
  yosysUniqueCellTypes: 42
  yosysMostFrequentCell: "dfxtp_1"
  flop_cell: "dfxtp_1"
  syn_inst: 606
  synth.top_cell.area_share: 0.417
  ys_warn_count: 2
  ys_area_um2: 5850
  ys_ff: 122
  top_area_cell: "dfxtp_1"
  syn_area_um2: 5850
  ys_seq_share: 0.417
  ys_cells: 606
die:
  ios: 132
  fp_util: 0.310
  fp.dieW_um: 142
  chipArea_um2: 20100
  core_um2: 18900
  fp-row-count: 50
  fp.dieH_um: 142
layout:
  final_cells: 996
  fin_util: 0.417
  area_delta_synth_final_pct: 34.7
  layout-drive-gt1-share: 0.0543
place:
  gp_congestion: 0.804
  hpwl_mm: 9.28
  post-place-ws_ns: 3.28
  io_buffers: 129
  placed_cells: 964
setup_path:
  cp-end-kind: "flip-flop"
  reg2reg_from: "breg1[0]"
  start_kind: "primary input"
  path_max_fanout: 47
  r2r_slack_ns: 4.89
  r2r-end: "z1[8]"
  crit_arrival_ns: 3.54
  critical_path_class: "primary input to flip-flop"
  crit_start: "ap_ce"
  crit_end: "z1[8]"
  reg2regPathDepth: 8
  required_ns: 7.19
grt:
  grt_max_degree: 50
  antenna_found_initial: 0
  overflow: 0
  grt_pass1_wl_mm: 21.7
  grt_util_all_layers: 0.139
  grt_pass1_vias: 4321
run:
  warnings: 26
  drv_cap: 0
outcome:
  outcome: "finished, final reports clean"
worst_hold_path:
  hold_class: "flip-flop to flip-flop"
-- metal layers --
layer / vias up / track usage / share of wire
met2: 97 / 0.214 / 0.44
met4: 0 / 0.0125 / 0.0078
met1: 2035 / 0.204 / 0.49
li1: 2357 / - / -
met5: - / 0 / 0
met3: 5 / 0.0388 / 0.060
-- worst max-delay path, cell delays in order --
cell	delay, ns
buf_6	0.31
buf_4	0.60
nor2b_1	0.75
and3_1	0.28
mux2i_1	0.07
o311ai_0	0.09
-- worst min-delay path by stage --
stage	start	endpoint	slack, ns	cells past startpoint
CTS	z3[9]	z3[9]	0.45	2
finish	z3[9]	z3[9]	0.44	2
global route	z3[9]	z3[9]	0.45	2
-- cells by family (layout without fill, tap and decap cells) --
logic type                 Yosys count  after routing  share of synthesized area
adders and majority gates           40             40                     0.0906
AOI/OAI and AO/OA                   99             99                      0.113
xor gates and xnor gates            25             25                     0.0374
muxes                               94             94                      0.161
and+or+nand+nor                    177            177                      0.138
buffers and inverters               48            178                     0.0417
other                                1              1                   0.000641
DFF                                122            122                      0.417
-- per-stage QoR --
step	hold slack (ns)	instance area [µm²]
floorplan	0.401	5850
CTS	0.445	7890
global route	0.453	7890
global placement	0.432	7310
finish	0.439	7890
detailed placement	0.437	7310
-- state kept, by name, summed over array words and instances, names as in the netlist --
register  count
areg1        10
areg2        10
areg3        10
areg4        10
breg1        10
breg2        10
breg3        10
breg4        10
z1           10
z2           10
z3           10
z4           10
dly1          1
dly2          1
-- power groups by stage --
stage / logic (mW) / registers, mW / clock network [mW]
6_report: 0.266 / 0.777 / 0.860
4_1_cts: 0.271 / 0.777 / 0.886
5_1_grt: 0.298 / 0.782 / 0.918
-- cells in the final DEF (no fill, tap or decap), types with 10 or more instances in the layout --
cell,instances
a21oi_1,23
mux2i_1,94
xnor2_1,12
clkdlybuf4s50_1,127
nand2_1,15
ha_1,36
a21o_1,10
xor2_1,13
o211ai_1,11
clkbuf_16,17
nor2_1,108
nand2b_1,26
inv_1,12
o22ai_1,12
dfxtp_1,122
-- area by class of cell --
class	count	area [µm²]
fillers	1876	11000
multi-input cells	436	3170
flip-flops and latches	122	2440
repair buffers	134	1330
clock buffers	26	519
well taps	260	325
clock inverters	6	60.1
inverters	12	45.0
Power and IR drop assume default switching activity.
